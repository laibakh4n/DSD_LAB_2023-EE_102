**flow/run.sh**
```bash
#!/bin/bash
# OpenROAD 26Q1-2900-gdf79404cd8, Yosys 0.63+post, stock flow scripts
make -C /OpenROAD-flow-scripts/flow DESIGN_CONFIG=/design/flow/config.mk WORK_HOME=/design/flow/orfs finish
```
**flow/config.mk**
```make
export PLATFORM = sky130hd
export DESIGN_NAME = seven_seg_display
export DESIGN_NICKNAME = seven_seg_display
export VERILOG_FILES = /design/flow/design.v
export SDC_FILE = /design/flow/constraint.sdc
export NUM_CORES = 4
export LEC_CHECK = 1
export CORE_UTILIZATION = 40
```
**flow/constraint.sdc**
```tcl
current_design seven_seg_display

set clk_period 5.2
set clk_io_pct 0.2

create_clock -name clk0 -period $clk_period [get_ports {clk}]

set non_clock_inputs [all_inputs -no_clocks]
set_input_delay [expr $clk_period * $clk_io_pct] -clock clk0 $non_clock_inputs
set_output_delay [expr $clk_period * $clk_io_pct] -clock clk0 [all_outputs]
```
**flow/design.v**
```verilog
`timescale 1ns / 1ps
module seven_seg_display (
    input logic clk, reset, write,         
    input logic [2:0] sel,                
    input logic [3:0] num,                 
    output logic [6:0] seg,              
    output logic [7:0] an                  
);
    reg [3:0] registers [7:0];           
    logic [3:0] stored_num;
    logic clk_100Hz;
    logic [2:0] active_sel = 0;
    logic [2:0] new_sel = 0;
    always_comb begin
        if (write)
            new_sel= sel;
        else
            new_sel= active_sel;
    end
    reg [16:0] clk_div_count = 0;
    always_ff @(posedge clk or posedge reset) begin
        if (reset) begin
            clk_div_count <= 0;
            clk_100Hz <= 0;
        end else if (clk_div_count == 65535) begin
            clk_div_count <= 0;
            clk_100Hz <= ~clk_100Hz;
        end else begin
            clk_div_count <= clk_div_count + 1;
        end
    end
    always_ff @(posedge clk or posedge reset) begin
        if (reset) begin
            for (int i = 0; i < 8; i = i + 1)
                registers[i] <= 4'b0000;    
        end else if (write) begin
            registers[sel] <= num;         
        end
    end
    always_ff @(posedge clk_100Hz or posedge reset) begin
        if (reset) begin
            active_sel <= 0;
        end else begin
            active_sel <= active_sel + 1;
        end
    end
    assign stored_num = registers[new_sel];
    always_comb begin
        case (stored_num)
             4'h0: seg = 7'b1000000;
             4'h1: seg = 7'b1111001;
             4'h2: seg = 7'b0100100;
             4'h3: seg = 7'b0110000;
             4'h4: seg = 7'b0011001;
             4'h5: seg = 7'b0010010;
             4'h6: seg = 7'b0000010;
             4'h7: seg = 7'b1111000;
             4'h8: seg = 7'b0000000;
             4'h9: seg = 7'b0010000;
             4'hA: seg = 7'b0001000;
             4'hB: seg = 7'b0000011;
             4'hC: seg = 7'b1000110;
             4'hD: seg = 7'b0100001;
             4'hE: seg = 7'b0000110;
             4'hF: seg = 7'b0001110;
             default: seg = 7'b1111111; 
        endcase
    end
    always_comb begin
    an = 8'b1111_1111;  
    case (new_sel)
        3'b000: an = 8'b1111_1110; 
        3'b001: an = 8'b1111_1101; 
        3'b010: an = 8'b1111_1011;
        3'b011: an = 8'b1111_0111; 
        3'b100: an = 8'b1110_1111;
        3'b101: an = 8'b1101_1111; 
        3'b110: an = 8'b1011_1111; 
        3'b111: an = 8'b0111_1111; 
        default: an = 8'b1111_1111; 
    endcase
end
endmodule
```
==> notes.md <==
This memo summarizes the results of the implementation run.

Final layout
After filler insertion, the fill cell instance count of the layout stands at 605. The share of post-route cells with drive strength above 1 is 25.0%. The combined flip-flop and latch cell area is 0.00133 mm2. Ranking logic cells in the layout by count gives the top entries 53 x dfrtp_1, 37 x mux2_2, 23 x clkdlybuf4s50_1. The logic area is 0.00141 mm2.

Counting only logic cells after layout, the most numerous master is dfrtp_1. The post-layout instance count excluding filler cells is 380. In this run the layout overhead on the synthesized area is reported as 19.1%.

Synthesis
Of the synthesized area, sequential elements account for 47.0%. After synthesis the cells add up to 0.00282 mm2. The synthesis log from Yosys contains 2 warnings. The most used flip-flop cell after synthesis is dfrtp_1. The tally of unique sky130hd cells used after synthesis is 43. The area recorded from the Yosys report for this design is 0.00282 mm2. For reference, the post-synthesis area per instance comes to roughly 12 um2. The proportion of register bits with asynchronous set or reset after synthesis is 100%. The cell count after synthesis is 243. The number of enable flip-flop cells is 0. The post-synth register bit count is 53.

The synthesized netlist was found by Yosys to have 243 cells.

Route
For this run, design rule violations remaining after detail routing come to 0. The number of nets still failing antenna checks after routing is 0. The violation tally from detailed-route iteration zero is approximately 96. The total vias in the final route is 1979. Dividing the detail-routed via count by the number of cells gives 5.21. The count of antenna diodes in the layout is 0.

For this block, the routed nets add up to approximately 5.6 mm of wire. The iteration count recorded for the first detailed-route pass is 4. The wire length per cell is ~15 um.

Final timing
Setup repair after global routing left no endpoint under its margin. OpenROAD reports that the post-layout worst path occupies 93.8% of the period. For the pin with the worst max-slew slack, the measured transition is about 0.84 ns. After routing, the total negative slack on setup checks comes to 0 ns. In the post-route analysis, the smallest setup slack over all paths is between 0.3 and 0.4 ns.

The number of unconstrained endpoints is 3. The count of unclocked register or latch pins is 3. The number of max-slew violations in the final report is 0. The total of endpoints with negative setup slack in the final report is 0. The smallest clock period supported by the final layout is computed as 4.88 ns.

Counting endpoints that fail hold in the final report gives 0. The setup skew after layout is around 0.0022 ns. The worst hold slack is ~0.46 ns. The max-slew check reports its worst relative slack as 44.1%.

For this run, the top clock speed supported by timing is 0.205 GHz.

Clocking
The H-tree depth is 2. TritonCTS created 5 clock buffers. The root buffer cell is clkbuf_8.

The clock insertion delay at the later pin of the skew report is approximately 0.29 ns. The clock passes through at most 2 buffers. TritonCTS built the clock tree. After clock tree synthesis, the clock-pin slew on the worst setup and hold paths is 0.08 ns.

GRT
The met1 usage is 30.5%. The layer with the highest usage is met1. The met3 demand-to-capacity share in global routing is 4.39%.

The met2 demand-to-capacity share in global routing is 23.4%. The maximum number of pins on one net before global-route repair is 54. The via count of the first global-routing pass came to about 1900. The aggregate global-route resource usage is between 10% and 20%. The initial antenna violation count is 0. Recorded from the global router log, the overflow total was 0. The wire length of the first global-routing pass is 9.63 mm.

Worst setup path
The endpoint type of the worst setup path is an output pin. The critical path's largest stage delay is 0.67 ns. The start-to-end type of the worst setup path is in2out.

The required time of the worst setup path is 4.16 ns. The slowest cell on the critical path is clkdlybuf4s50_1. Data arrives at the worst endpoint at 3.84 ns. Along the worst path, the maximum fanout reaches 10. STA classifies the critical path startpoint as an input pin. Walking the worst path, the cells encountered are clkdlybuf4s50_1, mux2_2, nor2_1, a32o_1, o32ai_2, buf_4, ha_1, nor3b_1, a211oi_1, clkdlybuf4s50_1. The most numerous cell type found on the critical path is clkdlybuf4s50_1.

Placed design
The instance count after placement with tap cells included is 369. After its last routability iteration, the placer logged a weighted congestion of 0.836. STA on the placed design reports a worst setup slack of 0.0664 ns. The number of port buffers is 24.

The half-perimeter wire length after placement is 4.17 mm.

Floorplan
The core outline area is 0.00679 mm2. The number of standard-cell rows in the floorplan is 30. The horizontal die dimension is 86.0 um. The count of pins on the block boundary is 25. The starting density of the core is ~42%.

The die covers 0.00740 mm2. Measured along the y axis, the die boundary spans between 80 and 90 um.

Run
The tool warning count for the run is 30. Max-cap violations in this run came to 0.

Power and ir drop
The sequential share of power is 48.7%. The part of the total power dissipated in the clock network is 23.3%. The leakage power is around 1.5 nW. The total net switching power is 0.261 mW. The peak supply drop is 0.219 mV.

In this run switching power makes up 26.8% of total power. The total power density per cell area is just under 300 mW/mm2. The total internal power is 0.714 mW. Combinational logic is responsible for 28.0% of the overall power.

Outcome
The run finished with clean final reports.

Worst hold path
The path class of the lowest-slack min-delay path is reg2reg.
==> path summary, 6_finish.rpt <==
path	from	to	slack [ns]	depth (start not counted)
min in group asynchronous	reset	clk_div_count[12]	1.23	3
worst min-delay path	clk_div_count[0]	clk_div_count[0]	0.46	1
max in group asynchronous	reset	registers[5][2]	3.52	3
worst min register to register	clk_div_count[0]	clk_div_count[0]	0.46	1
worst max register to register	clk_div_count[0]	clk_100Hz	3.31	5
worst max-delay path	sel[2]	seg[0]	0.32	10
==> layout make-up <==
cell class                 instances  area share, %
timing repair buffer              42           11.4
clock buffer                       7           2.57
multi-input combinational        171           41.8
tap                               96           3.57
clock inverter                     1          0.149
sequential                        53           39.4
inverter                          10           1.12
==> cell families (layout without fill, tap and decap cells) <==
group	Yosys count	count (layout)	share of synthesized area (%)
mux	49	49	19.8
simple gates	64	64	11.7
buf+inv	19	60	3.37
compound gates	34	34	9.70
flops	53	53	47.0
xor+xnor	16	16	4.96
fa+ha+maj	8	8	3.54
==> metal layers <==
metal  vias to the layer above  wire, um
met2                        48      2380
met3                         2       314
met4                         0        38
met1                       960      2920
met5                         -         0
li1                        969         -
==> timing repair <==
item                       4_1_cts  5_1_grt
setup buffers                    0        3
resized                          0        3
hold buffers                     0        0
setup endpoints to repair        0        7
==> critical path: cells and delay by family <==
family                     cells  cell delay [ns]
AOI/OAI and AO/OA              3             0.81
muxes                          1             0.33
buffers and inverters          3             1.34
and+or+nand+nor                2             0.15
adders and majority gates      1             0.17
==> power by group through the flow <==
stage	clock network [mW]	registers (mW)	logic, mW
4_1_cts	0.238	0.475	0.273
5_1_grt	0.252	0.482	0.307
6_report	0.227	0.475	0.273
==> per-stage QoR <==
step	area, um2	power [mW]	utilization (%)
2_1_floorplan	2820	0.646	-
6_report	3360	0.975	49.5
3_3_place_gp	3240	0.752	47.7
4_1_cts	3330	0.986	49.0
3_5_place_dp	3240	0.753	47.7
5_1_grt	3360	1.04	49.5
==> state kept, by name, summed over array words and instances, names as in the netlist <==
register and cells:
registers 32, clk_div_count 17, active_sel 3, clk_100Hz 1
==> cells in the mapped netlist, types with 2 or more instances <==
cell type	instances	area [um2]
ha_1	8	100
and3_1	7	43.8
nand3_1	11	55.1
nor3_1	2	10.0
nor3b_1	4	30.0
xnor2_1	8	70.1
nand4b_1	2	17.5
xor2_1	8	70.1
a21oi_1	8	40.0
nand2_1	15	56.3
clkbuf_1	4	15.0
o31ai_1	2	15.0
o211ai_1	2	15.0
mux2_2	37	417
nand4_1	3	18.8
or3_1	2	12.5
a211oi_1	2	15.0
nor2_1	12	45.0
nand2b_1	2	12.5
o32ai_1	4	35.0
dfrtp_1	53	1330
inv_1	10	37.5
nor2b_1	3	18.8
mux2i_1	9	90.1
buf_4	2	15.0
buf_6	2	22.5
o22ai_1	2	12.5
o21ai_0	2	10.0
a32o_1	3	30.0
Power figures rest on the tool's default switching activity, not on a simulated workload.
