==> /design/flow/design.v <==
`timescale 1ns / 1ps
module seven_segment_display( 
             input logic [3:0] num, 
             input logic [2:0] sel,  
             output logic A,B,C,D,E,F,G,
             output logic [7:0] anode);
always @(*) begin
    case (num)
                4'b0000 : {A,B,C,D,E,F,G} = 7'b0000001;
                4'b0001 : {A,B,C,D,E,F,G} = 7'b1001111;
                4'b0010 : {A,B,C,D,E,F,G} = 7'b0010010;
                4'b0011 : {A,B,C,D,E,F,G} = 7'b0000110;
                4'b0100 : {A,B,C,D,E,F,G} = 7'b1001100;
                4'b0101 : {A,B,C,D,E,F,G} = 7'b0100100;
                4'b0110 : {A,B,C,D,E,F,G} = 7'b0100000;
                4'b0111 : {A,B,C,D,E,F,G} = 7'b0001111;
                4'b1000 : {A,B,C,D,E,F,G} = 7'b0000000;
                4'b1001 : {A,B,C,D,E,F,G} = 7'b0000100;
                4'b1010 : {A,B,C,D,E,F,G} = 7'b0001000;
                4'b1011 : {A,B,C,D,E,F,G} = 7'b1100000;
                4'b1100 : {A,B,C,D,E,F,G} = 7'b0110001;
                4'b1101 : {A,B,C,D,E,F,G} = 7'b1000010;
                4'b1110 : {A,B,C,D,E,F,G} = 7'b0110000;
                4'b1111 : {A,B,C,D,E,F,G} = 7'b0111000;
    endcase
end
always @(*) begin
    case (sel)
        3'b000: anode = 8'b11111110;
        3'b001: anode = 8'b11111101;
        3'b010: anode = 8'b11111011;
        3'b011: anode = 8'b11110111;
        3'b100: anode = 8'b11101111;
        3'b101: anode = 8'b11011111;
        3'b110: anode = 8'b10111111;
        3'b111: anode = 8'b01111111;
        default: anode = 8'b11111111; 
    endcase
end
endmodule
==> /design/flow/run.sh <==
#!/bin/bash
# OpenROAD 26Q1-2900-gdf79404cd8, Yosys 0.63+post, stock flow scripts
make -C /OpenROAD-flow-scripts/flow DESIGN_CONFIG=/design/flow/config.mk WORK_HOME=/design/flow/orfs finish
==> /design/flow/config.mk <==
export PLATFORM = sky130hd
export DESIGN_NAME = seven_segment_display
export DESIGN_NICKNAME = seven_segment_display
export VERILOG_FILES = /design/flow/design.v
export SDC_FILE = /design/flow/constraint.sdc
export NUM_CORES = 4
export LEC_CHECK = 1
export CORE_AREA = 10 10 70 70
export DIE_AREA = 0 0 80 80
==> /design/flow/constraint.sdc <==
current_design seven_segment_display

set clk_period 1.7
set clk_io_pct 0.2

create_clock -name clk0 -period $clk_period

set non_clock_inputs [all_inputs -no_clocks]
set_input_delay [expr $clk_period * $clk_io_pct] -clock clk0 $non_clock_inputs
set_output_delay [expr $clk_period * $clk_io_pct] -clock clk0 [all_outputs]
==> impl_metrics.toml <==
# implementation run metrics
[run_status]
status = "finished, final reports clean"

[finish]
layout_top_cell = "buf_4"
syn_to_final_growth_pct = 111
clkbuf_count = 0
seq_area_um2 = 0
utilization_pct = 20.2
flop-count = 0
final_layout_size_suffix_gt1_share_pct = 37.3
final-comb-area_um2 = 319
nFillCells = 392

[final_timing]
relSlewSlack_pct = 90.5
finalCritPeriodShare_pct = 98.0
setup_viol = 0
tightest_slew_ns = 0.139
fin_tns_setup_ns = 0
fmax_ghz = 0.600
finalHoldViolCount = 0
timing.final.max_slew_violations = 0
fin_crit_ns = 1.67
rsz0062_at_grt = "false"

[yosys]
synth.distinct_cells = 17
yosys_cells = 42
syn_inst = 42
synth_area_um2 = 328
avgSynthCellArea_um2 = 7.81
yosysChipArea_um2 = 328
synth_seq_share_pct = 0
synth_warnings = 1

[floorplanning]
chipArea_um2 = 6400
io-pin-count = 22
core_um2 = 3420
num_rows = 21
die_w_um = 80
initial_utilization_pct = 9.60
die_y_um = 80

[setup_path]
end_kind = "primary output"
critPathRequiredTime_ns = 1.36
cp-startpoint = "num[1]"
crit_end = "D"
crit_fanout = 5
worstSetupPathType = "primary input to primary output"
crit_path_start_kind = "primary input"
arrival_ns = 1.33

[power_and_ir_drop]
power.share.switching_pct = 38.5
comb_power_share_pct = 100.0
seq_power_share_pct = 0
internal-power_mw = 0.0848
p_leak_nw = 0.316
power.density_nw_per_um2 = 200
p_clk_share_pct = 0
ir_worst_vdd_mv = 0.0677
power_mw = 0.138
switchingPower_mw = 0.0530

[place]
dp_hpwl_um = 934
routabilityCongestion = 0.704
portBuffers = 22

[detailed_routing]
firstDrtPassIters = 4
drcViolationCount = 0
via_per_inst = 3.53
post_drt_wl_per_cell_um = 9.21
diodes = 0
drt_wl_total_um = 1110
drtIter0Drc = 3
ant_nets = 0
vias = 427

[global_route]
grt_pass1_wl_um = 1780
global_route.usage.total_pct = 3.24
first_global_vias = 419
grt_start_max_net_pins = 9
overflow = 0
antenna_found_initial = 0

[hold_path]
worstHoldPathCells = 3
hp-class = "primary input to primary output"
hp-start = "sel[2]"

[run]
maxCapViolCount = 0
warning_count = 39
==> worst max-delay path, cell delays in order <==
cell and delay, ns:
buf_6 0.10, buf_6 0.12, ha_1 0.20, mux4_2 0.44, buf_2 0.13
==> cell usage after synthesis <==
master | count | area share, %
or3_1 | 1 | 1.9
inv_1 | 3 | 3.4
buf_6 | 1 | 3.4
nand3b_1 | 3 | 6.9
nor2_1 | 6 | 6.9
ha_1 | 7 | 27
or3b_1 | 2 | 5.3
a21oi_1 | 2 | 3.1
a32o_1 | 1 | 3.1
nand3_1 | 1 | 1.5
o21ai_1 | 2 | 3.1
mux2i_1 | 6 | 18
nand2_1 | 2 | 2.3
mux4_2 | 1 | 6.9
clkbuf_1 | 1 | 1.1
nand2b_1 | 2 | 3.8
o211ai_1 | 1 | 2.3
==> cell type report <==
class                           instances  share of cell area [%]
Inverter                                3                    2.36
Tap cell                               46                    8.33
Timing Repair Buffer                   35                    43.1
Multi-Input combinational cell         37                    46.2
==> kinds of logic after synthesis <==
| family | Yosys count | synth area share (%) |
|---|---|---|
| AOI/OAI and AO/OA | 6 | 11.5 |
| adders and majority gates | 7 | 26.7 |
| buffers and inverters | 5 | 8.01 |
| muxes | 7 | 25.2 |
| and+or+nand+nor | 17 | 28.6 |
==> repair_timing <==
action	CTS	global route
hold buffers	0	0
pin swaps	2	1
setup endpoints to repair	15	4
buffers inserted	4	0
resized	42	11
==> how the worst min path moves through the flow <==
| stage | end | slack (ns) |
|---|---|---|
| final | anode[0] | 1.06 |
| after CTS | anode[0] | 1.13 |
| after global routing | anode[2] | 1.11 |
==> stage by stage <==
step | hold slack, ns | setup WS (ns) | instance area, um^2 | std cells
2_1_floorplan | 0.695 | 0.250 | 328 | 42
3_3_place_gp | 1.72 | -0.752 | 658 | 117
3_5_place_dp | 1.75 | -0.759 | 658 | 117
4_1_cts | 1.13 | -0.00841 | 682 | 121
5_1_grt | 1.11 | 0.00309 | 691 | 121
6_report | 1.06 | 0.0340 | 691 | 121
==> per-layer routing <==
layer | vias to the layer above | wire (um) | GRT usage, %
met2 | 16 | 579 | 6.98
li1 | 217 | - | -
met3 | 0 | 153 | 1.14
met1 | 194 | 381 | 2.84
met4 | 0 | 0 | 0
met5 | - | 0 | 0
==> power groups by stage <==
| stage | Sequential (mW) | Combinational (mW) | Clock, mW |
|---|---|---|---|
| CTS | 0 | 0.135 | 0 |
| global route | 0 | 0.154 | 0 |
| finish | 0 | 0.138 | 0 |
No activity file was given, so power comes from the tool's default toggle rates.
